File: ./run.sh
#!/bin/bash
# OpenROAD 26Q1-2900-gdf79404cd8, Yosys 0.63+post, stock flow scripts
make -C /OpenROAD-flow-scripts/flow DESIGN_CONFIG=/design/flow/config.mk WORK_HOME=/design/flow/orfs finish
File: ./config.mk
export PLATFORM = sky130hd
export DESIGN_NAME = state_control
export DESIGN_NICKNAME = state_control
export VERILOG_FILES = /design/flow/design.v
export SDC_FILE = /design/flow/constraint.sdc
export NUM_CORES = 4
export LEC_CHECK = 1
export CORE_AREA = 10 10 75 75
export DIE_AREA = 0 0 85 85
File: ./constraint.sdc
current_design state_control

set clk_period 2.3
set clk_io_pct 0.2

create_clock -name clk0 -period $clk_period [get_ports {clk}]

set non_clock_inputs [all_inputs -no_clocks]
set_input_delay [expr $clk_period * $clk_io_pct] -clock clk0 $non_clock_inputs
set_output_delay [expr $clk_period * $clk_io_pct] -clock clk0 [all_outputs]
File: ./design.v
module state_control(opendoor,mv2nxt,position,clk,switch,eff_req,ud_mode,endRun,endOpen,upReq,downReq);
input clk,switch,endRun,endOpen;
input [3:0] eff_req,upReq,downReq;
input [1:0] ud_mode;
output reg [3:0] position;
output reg opendoor,mv2nxt;
reg [2:0] state;            
always @(posedge clk)
    begin
		if (switch==1'b0)          
		begin
			state[2:0]=3'b000;     
			opendoor=1'b0;         
            mv2nxt=1'b0;           
			position=4'b0001;      
        end
        else                       
        begin
            case (state)
            3'b000:state[2:0]=3'b001;                       
            3'b001:                                         
            begin
                if((|(position & (upReq|downReq))==1)||(|(eff_req & position)==1))           
                begin
                    opendoor=1'b1;                          
                end
                else if ((|ud_mode)==1 && opendoor!=1'b1)     
                begin
                    mv2nxt=1;
                    state=3'b010;                           
                end
    			else state[2:0]=3'b001;                     
                if (endOpen==1)                             
                begin
                    opendoor=0;                             
                    mv2nxt=1;
                    if (ud_mode!=2'b00) state=3'b010;
					else mv2nxt=0;
                end
            end
            3'b010:                                         
            begin
                if(endRun==1)                               
                begin                                       
                    mv2nxt=0;                               
                    if(ud_mode==2'b01)                      
        			begin 
	       			    position=position<<1;               
					    state=3'b001;                       
					end
                    else                                    
                    begin 
					    position=position>>1;               
					    state=3'b001;                       
    				end
                end
            end
            endcase
        end
    end
endmodule
==> impl_metrics.csv <==
group,metric,value,unit
cts,holdBufCountCts,0,
logic_synthesis,yosysTopAreaCell,"dfxtp_1",
route,drt-total-wl,1470,um
grt,grt_pass1_wl,2310,um
setup_path,worst-r2r-setup-slack,1.16,ns
logic_synthesis,syn_area_per_cell,8.99,um^2
setup_path,regToRegStartpoint,"opendoor",
sta,rsz0062_at_grt,"false",
final_layout,drive_above_1_share,11.4,%
placement,gp_congestion,0.867,
setup_path,arrival,1.17,ns
sta,clock_skew,0.00303,ns
route,drtPass1Iterations,4,
grt,grt_overflow,0,
cts,clock-root-buffer,"clkbuf_8",
placement,place_inst,125,
route,drc,0,
logic_synthesis,top_area_share,37.8,%
min_path,hold_end,"state[2]",
sta,period_needed,1.63,ns
logic_synthesis,synth_seq_share,37.8,%
setup_path,path_buffers,1,
pwr,p_leak,0.000270,uW
pwr,powerDensity,542,mW/mm^2
placement,dp_hpwl,1210,um
run,warning_count,25,
sta,hold_violations,0,
placement,portBuffers,23,
route,via_per_inst,3.85,
sta,maxSlewHeadroom,76.5,%
setup_path,end_kind,"output port",
cts,cts_tree,"done",
setup_path,slowest_stage,"clkdlybuf4s50_1",
pwr,peakVddDrop,0.180,mV
logic_synthesis,edf_count,0,
setup_path,path_class,"flip-flop to output port",
min_path,hp-class,"flip-flop to flip-flop",
run_status,status,"completed",
die,rows,23,
placement,placed_area,764,um^2
route,vias,497,
sta,worstMarginPinSlew,0.352,ns
min_path,hold_depth,2,
die,io_pins,24,
route,routedWlPerCell,11.4,um
setup_path,critPathTopFamily,"buffers and inverters",
setup_path,cp_data_required_time,1.84,ns
logic_synthesis,synth_area,477,um^2
grt,track_usage,3.80,%
die,die_area,0.00723,mm^2
die,die_width,85,um
setup_path,reg2reg_depth,4,
route,drt_iter0_markers,45,
final_layout,fillers,410,
logic_synthesis,ys.flops,9,
cts,cts_buffer_depth,2,
setup_path,crit_chain,"clkdlybuf4s50_1",
sta,tns,0,ns
setup_path,startpoint_type,"flip-flop",
run,cap_violations,0,
cts,clock_latency,0.23,ns
logic_synthesis,yosys_cells,53,
logic_synthesis,synthFlopType,"dfxtp_1",
setup_path,crit_fanout,5,
final_layout,area_growth,69.8,%
logic_synthesis,ys_types,25,
logic_synthesis,ys_chip_area,477,um^2
setup_path,setup.worst_path.start,"position[1]",
setup_path,r2r-end,"mv2nxt",
grt,grt_pass1_vias,487,
pwr,power,439,uW
logic_synthesis,netlist_top_cells_area,"dfxtp_1, o31ai_2, mux2i_1",
die,die_h,85,um
grt,antenna_found_initial,0,
min_path,min_from,"state[0]",
sta,layout_worst_path_cycle_share,70.7,%
cts,postCtsSetupBuffers,0,
route,drtAntennaViolNets,0,
sta,setup_viol,0,
cts,htree_num_levels,1,
setup_path,slowest_delay,0.51,ns
cts,path_clk_slew,0.04,ns
die,core_area,0.00406,mm^2
final_layout,fin_cells,129,
cts,post_cts_resized,0,
die,fp-utilization,11.7,%
grt,grt_max_degree,8,
final_layout,design_area,810,um^2
final_layout,multiInputGateArea,280,um^2
final_layout,final-seq-area,180,um^2
sta,fmaxAchievable,615,MHz
cts,cts.sink_count,9,
route,num_antenna_cells,0,
logic_synthesis,synth_cells,53,
logic_synthesis,yosys_warnings,1,
cts,cts_inserted_buffers,3,
logic_synthesis,async_reset_ff_share,0,%
sta,slew_viol_final,0,
==> state kept, by name (all words and copies together), names as in the netlist <==
name      flops
position      4
state         3
opendoor      1
mv2nxt        1
==> power by group <==
group | internal, uW | switching (uW)
clock network | 121 | 60.3
registers | 166 | 9.66
logic | 52.0 | 30.9
==> synth_stat cells, types with 2 or more instances <==
library cell	n
nand2_1	4
mux2i_1	4
dfxtp_1	9
a211oi_1	2
nor2_1	7
o31ai_2	4
inv_1	3
a21oi_1	3
==> per-stage QoR <==
stage	setup slack [ns]	hold slack, ns	util, %
2_1_floorplan	1.04	0.431	-
3_3_place_gp	0.515	0.465	18.8
3_5_place_dp	0.480	0.468	18.8
4_1_cts	0.666	0.481	20.0
5_1_grt	0.621	0.532	20.0
6_report	0.675	0.483	20.0
==> layer usage <==
| metal | global-route usage (%) | wire length [um] |
|---|---|---|
| met5 | 0 | 0 |
| met4 | 1.35 | 53 |
| met3 | 1.35 | 69 |
| met2 | 6.61 | 791 |
| met1 | 4.13 | 551 |
==> cell usage in the layout, fill, tap and decap left out, types with 2 or more instances in the layout <==
cell,count
nand2_1,4
nor2_1,7
dfxtp_1,9
a211oi_1,2
a21oi_1,3
mux2i_1,4
o31ai_2,4
clkdlybuf4s50_1,23
inv_1,3
clkbuf_8,3
==> cell families (layout without fill, tap and decap cells) <==
kind of cell / after synthesis / in the layout / share of synthesized area (%)
AND-OR/OR-AND: 18 / 18 / 30.7
AND/OR/NAND/NOR: 18 / 18 / 19.7
flip-flops: 9 / 9 / 37.8
multiplexers: 4 / 4 / 8.40
buffers and inverters: 4 / 30 / 3.41
==> worst max path at each step <==
stage                         end  slack, ns  cells after the start
final                 position[1]       0.67                      1
after global routing       mv2nxt       0.62                      5
after CTS             position[1]       0.67                      1
==> area by class of cell <==
cell class / count / area share (%)
Multi-Input combinational cell: 40 / 34.6
Clock buffer: 4 / 5.56
Sequential cell: 9 / 22.3
Timing Repair Buffer: 23 / 28.4
Tap cell: 50 / 7.73
Inverter: 3 / 1.39
==> worst min-delay path, stage by stage, from the launching register on <==
cell and delay (ns):
dfxtp_1 0.30, nor2_1 0.04, a21oi_1 0.10
Power figures rest on the tool's default switching activity, not on a simulated workload.
