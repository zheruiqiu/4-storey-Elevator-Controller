==> design.v <==
module counter_run(endRun,CP,CP_H,StRun);
	input CP,CP_H,StRun;	
	output reg endRun;
	reg [2:0] count;
	always @ (posedge CP)
		if(!StRun) begin count <= 3'b000; end
		else
			begin
			if(count==3'd5)
				begin count<=3'd0; end
			else
				begin count<=count+1'd1; end
			end
	always @ (CP_H)
		if(!StRun) begin endRun<=0; end
		else
			begin
			if(count==3'd5)
				begin endRun<=1; end
			else
				begin endRun<=0; end
			end
endmodule
module counter_open(endOpen,dispStage,CP,StOpen,pause,close);
	input CP,StOpen,pause,close;	
	output reg endOpen;
	output reg [1:0] dispStage=2'b00;
	reg [6:0] count;
	reg [6:0] endTime = 7'b0010101;
	always @ (posedge CP)
		if(!StOpen) begin count <= 7'b0000000;endOpen<=0;dispStage<=2'b00; end
		else
			begin
			if(count == endTime)
				begin count<=7'd0;endOpen<=1;dispStage<=2'b00; end
			else if (close)count = endTime-7'b0000011;
            else if (pause)endTime <= endTime;
			else
				begin 
				count<=count+1'd1;endOpen<=0;
				if (count == 7'd1)dispStage<=2'b01;
				else if (count == 7'd2)dispStage<=2'b10;
				else if (count == 7'd3)dispStage<=2'b11;
				else if (count == endTime-7'b0000010)dispStage<=2'b10;
				else if (count == endTime-7'b0000001)dispStage<=2'b01;
				end
			end
endmodule
module delaybutton(pause,CP,delay);
input delay,CP;
output reg pause=0;
reg delay_reg=0;
reg [6:0] counter;
parameter conuntEnd = 7'd20;
always @ (posedge CP)
	begin
		delay_reg <= delay|delay_reg;                       
		if(!delay_reg) begin counter<=7'd0;pause<=0;end
		else if (delay == delay_reg) begin counter<=counter+1'b1;pause<=1;end   
		else if (counter==conuntEnd) begin counter<=7'd0;delay_reg<=0;pause<=1'b0;end  
		else begin counter<=counter+1'b1;pause<=1;end
	end
endmodule
module divideclk(clk4hz,clk32hz,StRun,StOpen);
input clk32hz,StRun,StOpen;
output reg clk4hz;
reg[2:0] count=3'b000;
always @(posedge clk32hz)
	begin
		if (!StRun && !StOpen) clk4hz<=1'b1;
		else if (count==3'b111) begin clk4hz<=1'b1;count<=3'b000;end
		else begin clk4hz<=1'b0 ;count<=count+1'b1;end
	end
endmodule
==> run.sh <==
#!/bin/bash
# OpenROAD 26Q1-2900-gdf79404cd8, Yosys 0.63+post, stock flow scripts
make -C /OpenROAD-flow-scripts/flow DESIGN_CONFIG=/design/flow/config.mk WORK_HOME=/design/flow/orfs finish
==> config.mk <==
export PLATFORM = sky130hd
export DESIGN_NAME = counter_open
export DESIGN_NICKNAME = counter_open
export VERILOG_FILES = /design/flow/design.v
export SDC_FILE = /design/flow/constraint.sdc
export NUM_CORES = 4
export LEC_CHECK = 1
export CORE_AREA = 10 10 78 78
export DIE_AREA = 0 0 88 88
==> constraint.sdc <==
current_design counter_open

set clk_period 1.8
set clk_io_pct 0.2

create_clock -name clk0 -period $clk_period [get_ports {CP}]

set non_clock_inputs [all_inputs -no_clocks]
set_input_delay [expr $clk_period * $clk_io_pct] -clock clk0 $non_clock_inputs
set_output_delay [expr $clk_period * $clk_io_pct] -clock clk0 [all_outputs]
==> out/summary.txt <==
total die size - 7740 µm²
Setup crit start kind - register
FP Util - 0.131
clock root buffer master - clkbuf_8
min-delay worst type - register to register
crit path kind - register to register
clk buf depth - 2
worst path arrival time - 1.52 ns
Synth top cell by count - dfxtp_1
layout cell share with drive strength beyond 1 - 0.186
Tcrit/Tclk final - 0.774
syn avg cell area - 9.48 µm²
CTS buffer count - 3
Antenna Nets Post-Route - 0
Late-Pin Clk Latency - 0.24 ns
DR vias/cell - 3.84
chip width - 88 µm
First-pass DRT Iterations - 4
status - completed
CTS-repair resized insts - 0
Via Count - 468
chip height - 88 µm
min Tclk post-route - 1.39 ns
Top Ports - 7
vias in the first global route - 410
DR iter-0 viols - 10
Post CTS Setup Buffer Count - 0
power density over the cells - 775 nW/µm²
setup TNS - 0 ns
worst-path fanout max - 5
DRC Markers - 0
gr ovfl total - 0
WHS - 0.466 ns
H-tree Lvls - 1
Tool Warnings - 28
area delta synth->final - 29.7%
Adder Area Share - 0.0866
Synth flops - 10
dominant register cell - dfxtp_1
first-pass GRT wire length - 1910 µm
LEAKAGE - 0.265 nW
Post-Synthesis Cells - 61
CP Cell Sequence - inv_1 -> ha_1 -> nor3b_2 -> a31oi_1 -> a21o_1 -> a211oi_2
relative slew slack - 0.762
largest net degree at the start of global routing - 10
top post-synthesis cells by area - dfxtp_1, ha_1, xnor2_1
initial antenna violation count - 0
Max stage delay cell, worst path - dfxtp_1
Synth area leader - dfxtp_1
AND-OR/OR-AND Cells, Area Fraction - 0.147
Yosys Warn Count - 1
asr flop ratio synth - 0
Top-area cell share - 0.346
max-slew violation count - 0
Port Buffer Count - 6
Worst Setup End Kind - register
CP max stage delay - 0.40 ns
CTS tree - built
Final Setup Violations - 0
unrepaired setup endpoints after global routing - no
wire per inst - 9.19 µm
hpwl dp - 852 µm
Synth Cell Area - 578 µm²
clock skew - 0.00152 ns
# Cells Yosys - 61
overall power - 581 µW
final hold violations - 0
XOR/XNOR Area Share - 0.0909
Achievable Freq - 718 MHz
hold_buf cts - 0
mux share - 0.0173
Design Area, Final - 749 µm²
Fillers - 479
most common library cells after synthesis - dfxtp_1, a21oi_1, inv_1, ha_1
Antenna diodes - 0
num rows - 24
Seq share, synth - 0.346
gp weighted congestion - 0.865
Post-synth EDFFs - 0
Area after DPL - 694 µm²
VDD IR max - 0.204 mV
post-synth cell types - 31
Routed WL - 1120 µm
Critical Path RT - 1.92 ns
max_cap viols - 0
YS chip area - 578 µm²
Worst-path clk slew - 0.05 ns
Global Route Usage Sum - 0.0293
core area - 4410 µm²
simple share - 0.238
largest family of logic cells by area - simple AND/OR/NAND/NOR gates
worst-margin pin slew - 0.356 ns
CTS sink count - 10
==> per-stage QoR <==
stage | instances | worst slack, ns | utilization
floorplan | 61 | 0.558 | -
global placement | 118 | 0.245 | 0.157
detailed placement | 118 | 0.229 | 0.157
CTS | 122 | 0.399 | 0.170
global route | 122 | 0.289 | 0.170
finish | 122 | 0.407 | 0.170
==> per-layer routing <==
metal,track usage,vias up,share of wire
met5,0,-,0
met4,0.00435,0,0.017
met3,0.00935,3,0.099
met2,0.0470,16,0.45
met1,0.0384,220,0.43
li1,-,229,-
==> flip-flops by register name, summed over array words and instances (netlist names) <==
name / cells
dispStage: 2
count: 7
endOpen: 1
==> power by group <==
part / leakage [nW] / internal [mW] / switching (mW) / total (mW)
sequential: 0.0815 / 0.229 / 0.0103 / 0.239
clock: 0.0288 / 0.193 / 0.0923 / 0.285
combinational: 0.154 / 0.0297 / 0.0269 / 0.0566
total: 0.265 / 0.451 / 0.130 / 0.581
==> placed cells by master, fill, tap and decap left out, drive strengths merged <==
cell type      netlist  final
nand4                1      1
clkdlybuf4s50        0      6
a21o                 1      1
xnor2                3      3
o2111ai              1      1
a21boi               1      1
nand3                1      1
inv                  5      5
ha                   4      4
nor2                 2      2
nand2                3      3
and4b                1      1
buf                  3      2
o21ai                2      2
nor2b                2      2
nor3b                2      2
o21bai               1      1
a211oi               1      1
nor3                 6      6
clkbuf               0      4
a31oi                1      1
mux2i                1      1
nand4b               1      1
dfxtp               10     10
xor2                 3      3
a21oi                5      5
==> area by class of cell <==
type / instances / area (µm²) / area share
flip-flops and latches: 10 / 200 / 0.267
inverters: 5 / 18.8 / 0.0250
clock buffers: 4 / 55.1 / 0.0735
multi-input cells: 43 / 335 / 0.447
well taps: 52 / 65.1 / 0.0868
repair buffers: 8 / 75.1 / 0.100
==> critical path: cells and delay by family, from the launching register on <==
kind,cells,cell delay (ns)
flops,1,0.40
simple gates,1,0.15
fa+ha+maj,1,0.21
buf+inv,1,0.09
compound gates,3,0.42
==> cell families after synthesis <==
family / Yosys count
compound gates: 13
xor+xnor: 6
flops: 10
mux: 1
simple gates: 19
buf+inv: 8
fa+ha+maj: 4
==> final timing paths <==
path | startpoint | to | slack [ns] | depth (start not counted)
setup / recovery | count[1] | dispStage[0] | 0.41 | 6
hold / removal | dispStage[0] | dispStage[0] | 0.47 | 2
setup reg to reg | count[1] | dispStage[0] | 0.41 | 6
hold reg to reg | dispStage[0] | dispStage[0] | 0.47 | 2
No activity file was given, so power comes from the tool's default toggle rates.
