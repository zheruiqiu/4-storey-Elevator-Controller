**/design/flow/design.v**
```verilog
module rq_process(eff_req,ud_mode,upReq_reg,downReq_reg,hst_down,clk,upReq,downReq,inEleReq,position);
input clk;
input [3:0] upReq,downReq,inEleReq,position;
output reg [1:0] ud_mode;  
output reg [3:0] eff_req;
output reg [3:0] upReq_reg=4'd0;
output reg [3:0] downReq_reg=4'd0;
reg [3:0] inEleReq_reg=4'd0;
reg [3:0] allReq_reg;
output reg [3:0] hst_down;
reg [3:0] lst_up;
always @(posedge clk)          
    begin
		if(|(4'b1000 & downReq_reg)==1) hst_down = 4'b1000;
		else if(|(4'b0100 & downReq_reg)==1) hst_down = 4'b0100;
		else if(|(4'b0010 & downReq_reg)==1) hst_down = 4'b0010;
		else hst_down = 4'b0000;
		if(|(4'b0001 & upReq_reg)==1) lst_up = 4'b0001;
		else if(|(4'b0010 & upReq_reg)==1) lst_up = 4'b0010;
		else if(|(4'b0100 & upReq_reg)==1) lst_up = 4'b0100;
		else lst_up = 4'b0000;
		upReq_reg=upReq | upReq_reg;     
        downReq_reg=downReq | downReq_reg; 
        inEleReq_reg=inEleReq | inEleReq_reg;
		allReq_reg = upReq_reg|downReq_reg|inEleReq_reg;
		if (allReq_reg==4'b0000) ud_mode=2'b00;
		if (ud_mode==2'b00)
		begin
			allReq_reg = upReq_reg|downReq_reg|inEleReq_reg;
			if (position<allReq_reg && allReq_reg!=4'b0000) ud_mode=2'b01;          
            else if (position>allReq_reg && allReq_reg!=4'b0000) ud_mode=2'b10;   
		end
		if (ud_mode==2'b01)
		begin
			upReq_reg    = upReq_reg    & (~position);     
			inEleReq_reg = inEleReq_reg & (~position);
			if (position==hst_down && hst_down>upReq_reg) 
			begin				
				downReq_reg  = downReq_reg & (~position);
				eff_req = eff_req & (~position);
				ud_mode=2'b00;
			end
			eff_req = ((~(position-4'b0001)) & (upReq_reg | inEleReq_reg));
			if (hst_down>upReq_reg) eff_req = (hst_down | eff_req) & (~position);
			if (eff_req != 4'b0000) ud_mode = 2'b01;
			else ud_mode = 2'b00;
		end
		if (ud_mode==2'b10)
		begin
				downReq_reg  = (downReq_reg  & (~position));     
				inEleReq_reg = (inEleReq_reg & (~position));
			if (position==lst_up && (lst_up<downReq_reg || downReq_reg==4'b0000))
			begin
				upReq_reg = upReq_reg & (~position);
				eff_req = eff_req & (~position);
				ud_mode=2'b00;
			end
			else
			begin
				eff_req = ((position-4'b0001) & (downReq_reg | inEleReq_reg));
				if (lst_up<downReq_reg || downReq_reg==4'b0000) eff_req = (lst_up | eff_req) & (~position);
				if (eff_req != 4'b0000) ud_mode = 2'b10;
				else ud_mode = 2'b00;
			end
		end
	end
endmodule
module rq_interface(upReq,downReq,upInput,downInput);
input [2:0] upInput,downInput;
output [3:0] upReq,downReq;
assign upReq = {1'b0,upInput};
assign downReq = {downInput,1'b0};
endmodule
```
**/design/flow/run.sh**
```bash
#!/bin/bash
# OpenROAD 26Q1-2900-gdf79404cd8, Yosys 0.63+post, stock flow scripts
make -C /OpenROAD-flow-scripts/flow DESIGN_CONFIG=/design/flow/config.mk WORK_HOME=/design/flow/orfs finish
```
**/design/flow/config.mk**
```make
export PLATFORM = sky130hd
export DESIGN_NAME = rq_process
export DESIGN_NICKNAME = rq_process
export VERILOG_FILES = /design/flow/design.v
export SDC_FILE = /design/flow/constraint.sdc
export NUM_CORES = 4
export LEC_CHECK = 1
export CORE_AREA = 10 10 94 94
export DIE_AREA = 0 0 104 104
```
**/design/flow/constraint.sdc**
```tcl
current_design rq_process

set clk_period 6.3
set clk_io_pct 0.2

create_clock -name clk0 -period $clk_period [get_ports {clk}]

set non_clock_inputs [all_inputs -no_clocks]
set_input_delay [expr $clk_period * $clk_io_pct] -clock clk0 $non_clock_inputs
set_output_delay [expr $clk_period * $clk_io_pct] -clock clk0 [all_outputs]
```
==> run summary <==
Physical implementation.

- The run finished with clean final reports.
- The critical path goes through clkdlybuf4s50_1 -> nor4_1 -> nand2_1 -> inv_1 -> ha_1 -> a21oi_1 -> o221a_2 -> a21o_1 -> inv_1 -> a21oi_1 -> a21oi_1.
- The finished layout holds just over 300 standard cells, fillers aside.
- The number of buffers added by the clock tree synthesis step is 3.
- The final hold violation count is 0.
- The maximum level of the CTS H-tree is 1.
- Clock-pin slew was measured on the worst setup and hold paths at 0.08 ns.
- After detailed routing, the number of remaining DRC violations is 0.
- The number of placement rows is 30.
- The cell family with the largest share of critical-path delay is AND-OR/OR-AND gates.
- The number of nets still failing antenna checks after routing is 0.
- Of all cell types, the one taking the most synthesized area is sky130_fd_sc_hd__dfxtp_1.
- The data arrival time of the critical path is 4.01 ns.
- The clock tree from TritonCTS is done.
- The area fraction of the largest cell type after synthesis is 0.293.
- The total leakage power is 0.717 nW.
- According to the Yosys statistics, the synthesized design has a chip area of 1440 um2.
- The worst setup path is launched from a primary input.
- The post-CTS setup buffer count is 0.
- Per the OpenROAD timing report, the critical path contains 11 cells.
- The stage logs contain a warning count of 25.
- Looking at the max-slew report, the worst-margin pin has a slew of about 0.63 ns.
- The floorplan die area is 10800 um2.
- Yosys mapped a number of flops with a built-in enable equal to 0.
- After synthesis, the mean cell area works out to ~8.2 um2.
- Counting the warning lines in the Yosys log gives 1.
- Of all flip-flops after synthesis, the portion carrying an async set or reset was 0.
- STA lists the endpoint of the worst register-to-register path as inEleReq_reg[1]$_DFF_P_.
- The number of global-route vias before repair came to 1442.
- Once iteration 0 of detailed routing completed, the report listed 170 DRC markers.
- The number of gates given a new drive strength after cts is 0.
- The met3 layer usage reported by global route is 0.0320.
- The top logic cell by instance count in the layout is sky130_fd_sc_hd__clkdlybuf4s50_1.
- For reference, the top cells by area after synthesis are sky130_fd_sc_hd__dfxtp_1, sky130_fd_sc_hd__ha_1, sky130_fd_sc_hd__a21oi_1, sky130_fd_sc_hd__nor2_1, sky130_fd_sc_hd__nand2_1.
- The iteration tally of the first detailed-router pass is 4.
- Recorded from the global router log, the overflow total was 0.
- The clock root buffer is sky130_fd_sc_hd__clkbuf_8.
- The peak ir drop on the vdd network is 0.0734 mV.
- Per the placement report, the placed cell count is 298.
- Across the routed clock network, the largest skew measured is roughly 0.0034 ns.
- The worst setup slack for register-to-register paths is 3.50 ns.
- The most common logic cells in the final layout are sky130_fd_sc_hd__clkdlybuf4s50_1, sky130_fd_sc_hd__nor2_1, sky130_fd_sc_hd__a21oi_1.
- The number of input and output port buffers inserted is 33.
- Across the run, the number of max-cap violations was 0.
- The relative area change from synthesis to final layout is 32.1%.
- Pin placement for this block handled 35 I/O pins.
- At the later pin of the worst-skew pair, clock insertion delay measures ~0.26 ns.
- The number of standard cells reported by yosys is 175.
- The sink count of the clock tree is 21.
- The mean routed wirelength per cell is 15.0 um.
- The number of vias in the routed layout is 1422.
- The share of the Yosys chip area taken by registers is 0.293.
- The met2 track utilization from global routing is 0.126.
- The shortest period the worst path allows is 3.88 ns.
- The peak clock frequency supported by timing is between 200 and 300 MHz.
- The number of library cell types mapped by synthesis is 53.
- The final setup violation count is 0.
- The final estimated routing congestion in global placement is 0.970.
- Along the critical path, the tally of buffer and inverter instances is 3.
- Total global-route track usage over all layers is 0.0821.
- The cts-stage hold buffer count is 0.
- The OpenROAD report gives the critical path a required time of 6.44 ns.
- In the final layout, the share of cells above drive strength 1 is 0.0777.
- Once synthesis finished, the tally of register bits stood at 21.
- The count of cells along the worst hold path is 2.
- The height of the chip is 104 um.
- The startpoint of the worst-slack reg-to-reg timing path is upReq_reg[2]$_DFF_P_.
- The post-route fraction of the period consumed by the critical path is 0.615.
- The worst setup path is captured at a register.
- The number of antenna cells inserted is 0.
- The tightest slew margin relative to the limit is 0.577.
- The most critical min-delay path falls under register to register.
- The top fanout value on the critical path is 4.
- The worst-case hold path end point is eff_req[0]$_DFF_P_.
- The power per cell area is about 180 nW/um2.
- For reference, the most critical setup path is categorized as primary input to register.
- For this block, the routed nets add up to 4.53 mm of wire.
- Post-synth the commonest register cell is sky130_fd_sc_hd__dfxtp_1.
- Setup repair after global routing left no endpoint under its margin.
- The delay contributed by the slowest stage of the critical path is 0.50 ns.
- The wire length of the first global-routing pass is around 7.4 mm.
- The overall die width is 104 um.
- The number of antenna violations at the first check in global routing is 0.
- The layer with the highest usage is met2.
- The number of standard cells after synthesis is 175.
- The startpoint of the worst hold path is eff_req[0]$_DFF_P_.
- The total area inside the core boundary comes to 6830 um2.
- In the routed layout, each cell is associated on average with a via count of 4.71.
- The starting utilization of the core area is 0.210.
- The largest individual stage delay along the critical path comes from the cell sky130_fd_sc_hd__a21oi_1.
- In this run the cell area of the synthesized design comes to about 1400 um2.
- The final layout reports a setup TNS of 0 ns.
- The maximum buffer depth of the clock tree is 2.
- The global-route track usage on met1 is 0.108.
- By instance count, the cell type seen most on the critical path is sky130_fd_sc_hd__a21oi_1.
- The maximum number of pins on one net before global-route repair is 17.
- After legalization and detailed placement, the total HPWL measured 3.59 mm.
- The length in cells of the worst reg-to-reg path is 10.
- The final max-slew violation count recorded for this run is 0.
## synth_stat cells, types with 2 or more instances
cell type	number
sky130_fd_sc_hd__a22oi_1	2
sky130_fd_sc_hd__o221ai_1	2
sky130_fd_sc_hd__nor2_1	24
sky130_fd_sc_hd__dfxtp_1	21
sky130_fd_sc_hd__buf_2	2
sky130_fd_sc_hd__nor4_4	2
sky130_fd_sc_hd__o21ai_0	7
sky130_fd_sc_hd__a32oi_1	2
sky130_fd_sc_hd__a31oi_1	3
sky130_fd_sc_hd__o21a_1	2
sky130_fd_sc_hd__nand2_1	12
sky130_fd_sc_hd__inv_1	9
sky130_fd_sc_hd__nor2b_1	3
sky130_fd_sc_hd__a21oi_1	22
sky130_fd_sc_hd__nor3_1	4
sky130_fd_sc_hd__nor4_1	2
sky130_fd_sc_hd__ha_1	10
sky130_fd_sc_hd__o22ai_1	2
sky130_fd_sc_hd__o21bai_1	2
sky130_fd_sc_hd__xnor2_1	2
sky130_fd_sc_hd__mux2i_1	2
sky130_fd_sc_hd__mux2_1	2
sky130_fd_sc_hd__clkbuf_1	2
sky130_fd_sc_hd__nand3_1	4
sky130_fd_sc_hd__o221a_2	2
## metrics by stage
step / power, W / hold WS, ns / worst slack [ns] / utilization / instance area, um2
finish: 0.000335 / 0.477 / 2.42 / 0.277 / 1900
global route: 0.000356 / 0.523 / 2.11 / 0.277 / 1900
CTS: 0.000340 / 0.483 / 2.42 / 0.277 / 1900
detailed placement: 0.000247 / 0.473 / 2.16 / 0.271 / 1850
global placement: 0.000249 / 0.466 / 2.01 / 0.271 / 1850
floorplan: 0.000204 / 0.432 / 2.96 / - / 1440
## worst register-to-register path: stages (launching register included)
cell and delay (ns):
sky130_fd_sc_hd__dfxtp_1 0.35, sky130_fd_sc_hd__nor4_1 0.43, sky130_fd_sc_hd__nand2_1 0.20, sky130_fd_sc_hd__inv_1 0.09, sky130_fd_sc_hd__ha_1 0.24, sky130_fd_sc_hd__a21oi_1 0.17
sky130_fd_sc_hd__o221a_2 0.24, sky130_fd_sc_hd__a21o_1 0.21, sky130_fd_sc_hd__inv_1 0.10, sky130_fd_sc_hd__a21oi_1 0.50, sky130_fd_sc_hd__a21oi_1 0.15
## report_power, final
group          switching, W  internal [W]  total (W)
clock             0.0000472     0.0000441  0.0000914
combinational     0.0000413     0.0000464  0.0000878
sequential        0.0000125      0.000143   0.000156
total              0.000101      0.000234   0.000335
## routing by layer
metal	wire [um]	up-vias	share of wire
li1	-	713	-
met1	2060	645	0.45
met2	1980	59	0.44
met3	444	5	0.098
met4	46	0	0.010
met5	0	-	0
## area by class of cell
type                       instances  area [um2]
fill                             759        4940
sequential                        21         420
multi-input combinational        138         941
tap                               96         120
clock inverter                     1        5.00
inverter                          10        37.5
timing repair buffer              33         330
clock buffer                       3        41.3
## worst max path at each step
| stage | from | to |
|---|---|---|
| 6_report | upReq[2] | inEleReq_reg[1]$_DFF_P_ |
| 5_1_grt | upReq[2] | inEleReq_reg[1]$_DFF_P_ |
| 4_1_cts | position[2] | ud_mode[1]$_DFF_P_ |
## logic make-up after synthesis
kind of cell               after synthesis  share of synthesized area
buffers and inverters                   16                     0.0514
AOI/OAI and AO/OA                       55                      0.259
adders and majority gates               10                     0.0872
DFF                                     21                      0.293
other                                    1                    0.00261
muxes                                    4                     0.0296
and+or+nand+nor                         66                      0.265
xor gates and xnor gates                 2                     0.0122
No activity file was given, so power comes from the tool's default toggle rates.
